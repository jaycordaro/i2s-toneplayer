[/design/flow/run.sh]
#!/bin/bash
# OpenROAD 26Q1-2900-gdf79404cd8, Yosys 0.63+post, stock flow scripts
make -C /OpenROAD-flow-scripts/flow DESIGN_CONFIG=/design/flow/config.mk WORK_HOME=/design/flow/orfs finish
[/design/flow/config.mk]
export PLATFORM = sky130hd
export DESIGN_NAME = i2s_play
export DESIGN_NICKNAME = i2s_play
export VERILOG_FILES = /design/flow/design.v
export SDC_FILE = /design/flow/constraint.sdc
export NUM_CORES = 4
export LEC_CHECK = 1
export CORE_AREA = 10 10 100 100
export DIE_AREA = 0 0 110 110
[/design/flow/constraint.sdc]
current_design i2s_play

set clk_period 2.1
set clk_io_pct 0.2

create_clock -name clk0 -period $clk_period [get_ports {clk}]

set non_clock_inputs [all_inputs -no_clocks]
set_input_delay [expr $clk_period * $clk_io_pct] -clock clk0 $non_clock_inputs
set_output_delay [expr $clk_period * $clk_io_pct] -clock clk0 [all_outputs]
[/design/flow/design.v]
module i2s_play(input logic clk,     
		input logic sclk,    
		input logic reset_n,
		output logic [4:0] addr,
		input logic [15:0] word_data,
		input logic ws,     
		output logic sdo);  
	 logic [2:0] sync_sclk;
	 logic [2:0] sync_ws;
 	 logic [3:0] bitcnt;
         logic [4:0] wordcnt;
	logic [15:0] i2s_out_word;
	logic sdo_t;
	always_ff @ (posedge clk or negedge reset_n)
    	begin
		if (~reset_n)
		    begin
			sync_sclk <= 3'b000;
			sync_ws   <= 3'b000;
		    end
		else
		    begin
			sync_sclk <= {sync_sclk[1:0], sclk};
			sync_ws   <= {sync_ws[1:0], ws};
		    end
    	end
	logic sync_sclk_re; 
	logic sync_sclk_fe;
	logic i2s_word_start;
	logic i2s_word_end;
	logic i2s_active;
	assign i2s_word_start = (sync_ws[2:1]==2'b01) ? 1'b1 : 1'b0;      
	assign i2s_word_end   = (sync_ws[2:1]==2'b10) ? 1'b1 : 1'b0;      
	assign i2s_active = sync_ws[1];
	assign sync_sclk_fe = (sync_sclk[2:1]==2'b10) ? 1'b1 : 1'b0;  	 
	assign sync_sclk_re = (sync_sclk[2:1]==2'b01) ? 1'b1 : 1'b0;  	 
	always_ff @(posedge clk, negedge reset_n)
	begin
		if (~reset_n)
			bitcnt <= 4'b0000;
		else if (i2s_word_start)
			bitcnt <= 4'b0000;
		else if (i2s_active && sync_sclk_re)
			bitcnt <= bitcnt + 1;
	end
	always_ff @(posedge clk, negedge reset_n)
	begin
		if (~reset_n)
			begin
				i2s_out_word <= 16'b0000_0000_0000_0000;
				wordcnt <= 5'b00000;
			end
		else if (i2s_active && sync_sclk_re)
			i2s_out_word <= {i2s_out_word[14:0], 1'b0};
		else if (i2s_word_end)
			begin
				i2s_out_word <= word_data;
				wordcnt <= wordcnt + 1;
			end
	end
	assign addr = wordcnt;
	assign sdo_t = (i2s_active) ? i2s_out_word[15] : 1'b0;
	always_ff @(posedge clk, negedge reset_n)
		if (~reset_n)
			sdo <= 1'b0;
		else if (sync_sclk_re)
			sdo <= sdo_t;     
endmodule : i2s_play
==> impl_metrics.ini <==
; implementation run metrics
[die]
die_height_um = 110
chipArea_um2 = 12100
io_pins = 26
floorplan.core_util = 0.1441
rows = 32
chipWidth_um = 110
coreArea_um2 = 7807

[clock_tree]
clock.latency.late_pin_ps = 270
cts_resized = 0
tritoncts = yes
post-cts-setup-buffers = 0
numClockSinks = 28
cts_inserted_buffers = 3
clk_pin_slew_worst_paths_ps = 90
clk_root_buffer_cell = clkbuf_8
clockBufferDepth = 2
cts_hold_buffers = 0
number_of_h_tree_levels = 1

[synthesis]
syn_inst = 82
ys_cells = 82
synthesis.area_per_instance_um2 = 13.72
yosys-stat-area_um2 = 1125
ys_seq_share = 0.6229
yosys_warnings = 1
synth.distinct_cells = 17
syn_area_um2 = 1125
ff_latch_count_synth = 28

[detailed_routing]
drt-total-wl_mm = 2.537
drt_first_iter_violations = 76
drt-wirelength-per-cell_um = 11.97
route.detailed.vias_per_inst = 3.406
route.antenna.diode_count = 0
route.vias.total = 722
drt_first_pass_iters = 4
routed_antenna_nets = 0
drcViolationCount = 0

[worst_hold_path]
worstHoldEndpoint = sync_sclk[1]
holdPathStages = 0
hp-start = sync_sclk[0]
timing.hold.worst.class = register to register

[worst_setup_path]
critPathMaxFanout = 4
crit_path_buffers_inverters = 1
regToRegStartpoint = sync_ws[1]
cp-end-kind = output port
reg2reg_slack_ps = 690
crit_type = register to output port
worst_r2r_path_depth = 4
critical-path-slowest-cell = clkdlybuf4s50_1
critPathRequiredTime_ps = 1680
critPathArrivalTime_ps = 1200
crit_chain = clkdlybuf4s50_1
top_cell_family_by_delay_on_the_critical_path = buffers and inverters
critical-path-max-stage-delay_ps = 500
timing.rr.end = i2s_out_word[3]
setup.worst_path.start_class = register
critPathLaunch = wordcnt[0]

[final_timing]
min_period_ps = 1615
finalSetupViolations = 0
fmax_mhz = 619.0
slew_hr = 0.7493
rsz0062_at_grt = false
tightestPinTransition_ps = 376.0
tns_ps = 0
finalMaxSlewViolations = 0
fin_worst_skew_ps = 3.714
timing.final.crit_share = 0.7693
timing.final.hold_violations = 0

[finish]
layout-drive-gt1-share = 0.1000
areaGrowthSynthToFinish_pct = 38.82
utilization_after_layout = 0.2000

[power_and_ir_drop]
pwr_density_cell_nw_per_um2 = 912.5
p_seq_frac = 0.511
share_comb_of_total_power = 0.201
p_clk_frac = 0.288
power.ir.vdd_worst_mv = 0.3506
power_switching_uw = 324.0
p_leak_nw = 0.7201
sw_frac_of_total = 0.2274
cell_internal_pwr_mw = 1.101
total_power_mw = 1.425

[place]
detailed_place_hpwl_mm = 1.966
finalWeightedCongestion = 0.7067
io_buffer_count = 25

[global_route]
grt_usage = 0.04349
grt_antenna_before_repair = 0
pin_count_of_the_biggest_net_entering_global_routing = 29
global_route.overflow_total = 0
grt_pass1_vias = 805
grt_pass1_wl_mm = 4.084

[outcome]
status = completed

[job]
maxCapViolations = 0
warnings = 25
[power groups by stage]
stage | Clock [mW] | Sequential [mW] | Combinational, mW
finish | 0.410 | 0.728 | 0.287
global route | 0.454 | 0.746 | 0.323
CTS | 0.428 | 0.730 | 0.298
[synth_stat cells]
cell type	instances	area (µm²)
dfrtp_1	28	700.7
a21o_1	15	112.6
a22o_1	15	131.4
nand2_1	4	15.01
xnor2_1	3	26.28
buf_4	2	15.01
buf_6	2	22.52
nand2b_1	2	12.51
nand4_1	2	12.51
o21ai_0	2	10.01
and3b_1	1	8.760
buf_2	1	5.000
ha_1	1	12.51
mux2_2	1	11.26
nor2_4	1	11.26
nor2b_2	1	8.760
xor2_1	1	8.760
[registers in the layout, summed over array words and instances, names as in the netlist]
signal and cells:
i2s_out_word 16, sdo 1, sync_sclk 3, sync_ws 3, wordcnt 5
[per-stage QoR]
stage          hold slack [ps]  worst slack [ps]  instances  area, µm²
2_1_floorplan            124.4             852.3         82       1125
3_3_place_gp             341.4             724.0        208       1490
3_5_place_dp             340.3             697.1        208       1490
4_1_cts                  363.0             455.0        212       1562
5_1_grt                  378.9             406.6        212       1562
6_report                 358.4             484.5        212       1562
[cell type report]
type	count	area (µm²)
Fill cell	838	6246
Sequential cell	28	700.7
Multi-Input combinational cell	49	381.6
Timing Repair Buffer	29	280.3
Tap cell	102	127.6
Clock buffer	3	41.29
Clock inverter	1	30.03
[how the worst max path moves through the flow]
| stage | to | slack [ps] | depth (start not counted) |
|---|---|---|---|
| 4_1_cts | addr[0] | 450 | 1 |
| 5_1_grt | addr[0] | 410 | 1 |
| 6_report | addr[0] | 480 | 1 |
[layout by cell type, fill, tap and decap left out]
cell and count:
o21ai_0 2, bufinv_16 1, ha_1 1, and3b_1 1
clkdlybuf4s50_1 25, nand2b_1 2, clkbuf_8 3, mux2_2 1
buf_4 4, nand2_1 4, nor2b_2 1, nor2_4 1
a21o_1 15, xor2_1 1, a22o_1 15, xnor2_1 3
dfrtp_1 28, nand4_1 2
[metal layers]
layer | vias to the layer above | GRT usage | share of wire
li1 | 356 | - | -
met1 | 352 | 0.05525 | 0.43
met3 | 2 | 0.01645 | 0.058
met4 | 0 | 0.007435 | 0.0091
met5 | - | 0 | 0
met2 | 12 | 0.07028 | 0.50
[kinds of logic (layout without fill, tap and decap cells)]
| logic type | Yosys count | count (layout) | synth area share |
|---|---|---|---|
| AND-OR/OR-AND | 32 | 32 | 0.2258 |
| XOR/XNOR | 4 | 4 | 0.03115 |
| adder cells (fa/ha/maj) | 1 | 1 | 0.01112 |
| buffers and inverters | 5 | 33 | 0.03781 |
| flip-flops | 28 | 28 | 0.6229 |
| multiplexers | 1 | 1 | 0.01001 |
| AND/OR/NAND/NOR | 11 | 11 | 0.06117 |
